===== ./design.v =====
`timescale 1ns / 1ps
module BinaryC(input dir, clk, output reg [2:0] cout);
parameter s0=0,s1=1,s2=2,s3=3,s4=4,s5=5,s6=6,s7=7;
reg [2:0] state =s0;
always @(posedge clk)
begin case(state)
s0:if(dir==1)
state <= s1;
else
state <=s7;
s1:if(dir==1)
state <= s2;
else
state <= s0;
s2:if(dir==1)
state <= s3;
else
state <=s1;
s3:if(dir==1)
state <= s4;
else
state <=s2;
s4:if(dir==1)
state <= s5;
else
state <=s3;
s5:if(dir==1)
state <= s6;
else
state <=s4;
s6:if(dir==1)
state <= s7;
else
state <=s5;
s7:if(dir==1)
state <= s0;
else
state <=s6;
endcase
end
always @(state)
begin case(state)
s0:cout <=3'b000;
s1:cout <=3'b001;
s2:cout <=3'b010;
s3:cout <=3'b011;
s4:cout <=3'b100;
s5:cout <=3'b101;
s6:cout <=3'b110;
s7:cout <=3'b111;
endcase
end
endmodule
module GreyCode(input dir, clk, output reg[2:0] cout);
parameter s0=0,s1=1,s2=2,s3=3,s4=4,s5=5,s6=6,s7=7;
reg [2:0] state =s0;
always @(posedge clk)
begin case(state)
s0:if(dir==1)
state <= s1;
else
state <=s7;
s1:if(dir==1)
state <= s2;
else
state <= s0;
s2:if(dir==1)
state <= s3;
else
state <=s1;
s3:if(dir==1)
state <= s4;
else
state <=s2;
s4:if(dir==1)
state <= s5;
else
state <=s3;
s5:if(dir==1)
state <= s6;
else
state <=s4;
s6:if(dir==1)
state <= s7;
else
state <=s5;
s7:if(dir==1)
state <= s0;
else
state <=s6;
endcase
end
always @(state)
begin case(state)
s0:cout <=3'b000;
s1:cout <=3'b001;
s2:cout <=3'b011;
s3:cout <=3'b010;
s4:cout <=3'b110;
s5:cout <=3'b111;
s6:cout <=3'b101;
s7:cout <=3'b100;
endcase
end
endmodule
module OneHot(input dir, clk, output reg[7:0] cout);
parameter s0=0,s1=1,s2=2,s3=3,s4=4,s5=5,s6=6,s7=7;
reg [2:0] state =s0;
always @(posedge clk)
begin case(state)
s0:if(dir==1)
state <= s1;
else
state <=s7;
s1:if(dir==1)
state <= s2;
else
state <= s0;
s2:if(dir==1)
state <= s3;
else
state <=s1;
s3:if(dir==1)
state <= s4;
else
state <=s2;
s4:if(dir==1)
state <= s5;
else
state <=s3;
s5:if(dir==1)
state <= s6;
else
state <=s4;
s6:if(dir==1)
state <= s7;
else
state <=s5;
s7:if(dir==1)
state <= s0;
else
state <=s6;
endcase
end
always @(state)
begin case(state)
s0:cout <=8'b00000001;
s1:cout <=8'b00000010;
s2:cout <=8'b00000100;
s3:cout <=8'b00001000;
s4:cout <=8'b00010000;
s5:cout <=8'b00100000;
s6:cout <=8'b01000000;
s7:cout <=8'b10000000;
endcase
end
endmodule
`timescale 1ns / 1ps
module top(
 input dir, clk, 
 output reg [6:0] T,
 output [7:0] AN,
 output [2:0]binary,
 output [2:0]grey,
 output [7:0]onehot);
reg [31:0]Time=32'd0;
reg sec=0;
always@(posedge clk)
 begin
 if(Time==31'd10**8)
 begin
 Time <= 0;
 sec <= ~sec;
 end
 else
 Time <= Time + 1;
 end
BinaryC BIN(dir, sec, binary);
GreyCode GREY(dir, sec, grey);
OneHot OH(dir, sec, onehot); 
always@(binary)
 begin
 case(binary)
     3'b000: T <= 7'b1000000;
     3'b001: T <= 7'b1111001;
     3'b010: T <= 7'b0100100;
     3'b011: T <= 7'b0110000;
     3'b100: T <= 7'b0011001;
     3'b101: T <= 7'b0010010;
     3'b110: T <= 7'b0000010;
     3'b111: T <= 7'b1111000;
 endcase
 end
assign AN = 8'b11111110;
endmodule

===== ./run.sh =====
#!/bin/bash
# OpenROAD 26Q1-2900-gdf79404cd8, Yosys 0.63+post, stock flow scripts
make -C /OpenROAD-flow-scripts/flow DESIGN_CONFIG=/design/flow/config.mk WORK_HOME=/design/flow/orfs finish

===== ./config.mk =====
export PLATFORM = sky130hd
export DESIGN_NAME = top
export DESIGN_NICKNAME = top
export VERILOG_FILES = /design/flow/design.v
export SDC_FILE = /design/flow/constraint.sdc
export NUM_CORES = 4
export LEC_CHECK = 1
export CORE_UTILIZATION = 40

===== ./constraint.sdc =====
current_design top

set clk_period 6.7
set clk_io_pct 0.2

create_clock -name clk0 -period $clk_period [get_ports {clk}]

set non_clock_inputs [all_inputs -no_clocks]
set_input_delay [expr $clk_period * $clk_io_pct] -clock clk0 $non_clock_inputs
set_output_delay [expr $clk_period * $clk_io_pct] -clock clk0 [all_outputs]

==> flow_metrics.rpt <==
=== SYNTHESIS / PLACE & ROUTE SUMMARY ===
----------------------------------------------------
[Critical path]
  Arr. time, crit path ........................ 1.81 ns
  Reg2reg setup slack ........................ 4.82 ns
  Slowest-stage cell, CP ........................ sky130_fd_sc_hd__nor3_4
  Category of the most critical setup path ........................ reg -> reg
  Chain of cells forming the critical path ........................ nor4bb_1 > nand4_1 > nor3_4
  Number of cells on the critical path ........................ 3
  Buf/Inv on CP ........................ 0
  Crit. End Element ........................ flop
  Capturing point of the worst reg2reg path ........................ sec
  Crit start category ........................ flop
  Max Fanout on Critical Path ........................ 13
  R2r startpoint ........................ Time[13]
  Critical path launch point ........................ Time[13]
  Worst path top cell family by delay ........................ simple AND/OR/NAND/NOR gates
  Slowest stage delay, CP ........................ 0.54 ns
  Capturing element of the worst setup path ........................ sec
  Register-to-Register Path Depth ........................ 3
  Data required, critical path ........................ 6.62 ns

[Power]
  Total chip power ........................ 0.343 mW
  Leak Pwr ........................ 0.998 nW
  Max IR drop VDD ........................ 115 uV
  Power density over the cells ........................ 129 nW/um^2

[Logic synthesis]
  Number of library cell types mapped by synthesis ........................ 53
  Synth area leader ........................ sky130_fd_sc_hd__dfxtp_1
  Fraction of registers with async set or reset after synthesis ........................ 0%
  Top area cells in the synthesized netlist ........................ sky130_fd_sc_hd__dfxtp_1 34%, sky130_fd_sc_hd__xnor2_1 6.9%, sky130_fd_sc_hd__ha_1 6.8%
  Synthesis area per yosys ........................ 2400 um^2
  Synthesized area per cell ........................ 8.90 um^2
  And-or/or-and share of the synthesized area ........................ 7.92%
  Synth Register Bits ........................ 42
  Proportion of netlist area held by the largest area contributor ........................ 34.2%
  Cell area after technology mapping ........................ 2400 um^2
  Synth warnings ........................ 4
  Number of cell instances after yosys synthesis ........................ 270
  Number of enable flip-flop cells ........................ 1
  Cells after Synth ........................ 270
  Main flop type after synthesis ........................ sky130_fd_sc_hd__dfxtp_1
  Portion of the post-synthesis area used by sequential elements ........................ 35.4%
  XOR Share, Synth ........................ 9.11%
  Largest non-sequential cell family by area ........................ simple AND/OR/NAND/NOR gates
  Post-Synth Simple-Gate Area ........................ 30.2%
  Mux frac, synth ........................ 1.35%
  Dominant cell by count in the synthesized netlist ........................ sky130_fd_sc_hd__dfxtp_1
  Area share of fa/ha/maj cells after synthesis ........................ 6.77%
  Top cells by instance count after synthesis ........................ 41 x sky130_fd_sc_hd__dfxtp_1, 19 x sky130_fd_sc_hd__xnor2_1, 18 x sky130_fd_sc_hd__nor2_1

[Die]
  Core box area ........................ 5640 um^2
  Io pins ........................ 31
  Die Span X ........................ 79.5 um
  Floorplan core density ........................ 42.6%
  Standard-cell rows ........................ 27
  Die Outline Area ........................ 6320 um^2
  Die Y-Extent ........................ 79.5 um

[Timing]
  Max-slew headroom at the worst pin ........................ 63.3%
  Setup slack after layout ........................ 4.82 ns
  Number of unconstrained endpoints ........................ 30
  Setup violations, final ........................ 0
  Max frequency ........................ 531 MHz
  Period Utilization, post-route ........................ 28.1%
  Clock period minus worst slack ........................ 1.88 ns
  Clock Skews ........................ 0.00398 ns
  Count of unclocked register or latch pins ........................ 9
  Setup repair after global routing missed its margin ........................ no
  Slew Viols, Final ........................ 0
  Slew at the pin closest to its max-slew limit ........................ 0.549 ns
  Total Neg Setup Slack ........................ 0 ns
  Endpoints failing hold ........................ 0

[Run]
  Stage-log warning count ........................ 34
  Number of maximum-capacitance violations ........................ 0

[Place]
  Setup Slack @ Placement ........................ 4.80 ns
  Buffers on Ports ........................ 22
  Final estimated routing congestion in global placement ........................ 0.846
  Placed insts ........................ 347
  Total half-perimeter wirelength after legalization and detailed placement ........................ 3270 um

[Global routing]
  All-layer global routing usage ........................ 15.4%
  Initial antenna violation count ........................ 0
  Largest net degree at the start of global routing ........................ 15
  Residual overflow from global routing ........................ 0
  First-pass GRT wire length ........................ 7580 um
  Vias in the first global route ........................ 1578

[Drt]
  Total length of routed met3 wires ........................ 209 um
  Via count normalized by instance count ........................ 5.11
  DR DRC count ........................ 0
  Average wire per cell in the routed design ........................ 12.4 um
  First drt pass iteration count ........................ 4
  Max layer used ........................ met4
  Routed Antenna Nets ........................ 0
  Vias after detailed routing ........................ 1814
  Antenna fix cells ........................ 0
  Routed length on met1 ........................ 2410 um
  Total wire length ........................ 4420 um
  Number of DRC violations after detailed-routing iteration 0 ........................ 111
  Routed met2 length ........................ 1780 um

[CTS]
  TritonCTS buffer count ........................ 5
  Clock latency of the later-clocked register in the worst-skew pair ........................ 0.28 ns
  Post-cts hold-fix buffer tally ........................ 0
  Maximum level of the CTS H-tree ........................ 2
  Postcts setup bufs ........................ 0
  Number of buffers on the longest clock path ........................ 2
  Master cell of the clock root buffer ........................ sky130_fd_sc_hd__clkbuf_8
  Number of gates resized after cts ........................ 0
  Clock tree from TritonCTS ........................ done
  Clock Pin Slew Worst Setup and Hold Paths ........................ 0.07 ns

[Hold path]
  Worst min-delay path class ........................ reg -> reg

[Cells and area]
  Filler Cells Inserted ........................ 523
  Count of placed standard cells in the final layout, fillers left out ........................ 355
  Relative area change from synthesis to final layout ........................ 10.8%
  Proportion of layout cells with a drive suffix above 1 ........................ 8.83%
  Util after Layout ........................ 47.2%

[Outcome]
  Result of the run ........................ finished clean

----------------------------------------------------
-- area by class of cell --
class / instances / area [um^2] / area share (%)
Clock buffer: 5 / 68.8 / 2.58
Tap cell: 72 / 90.1 / 3.38
Clock inverter: 3 / 17.5 / 0.658
Inverter: 15 / 56.3 / 2.11
Multi-Input combinational cell: 196 / 1360 / 51.0
Sequential cell: 42 / 851 / 32.0
Timing Repair Buffer: 22 / 220 / 8.27
-- worst min path at each step --
stage	start	to	slack, ns	cells after the start
6_report	Time[0]	Time[0]	0.47	1
5_1_grt	Time[0]	Time[0]	0.52	1
4_1_cts	Time[0]	Time[0]	0.48	1
-- power by group --
| part | switching, mW | internal [mW] | leakage (nW) |
|---|---|---|---|
| Clock | 0.0714 | 0.0715 | 0.0439 |
| Combinational | 0.00175 | 0.00160 | 0.609 |
| Sequential | 0 | 0.197 | 0.345 |
| Total | 0.0732 | 0.270 | 0.998 |
-- logic make-up after synthesis --
group,count (synthesis)
buffers and inverters,38
adders and majority gates,13
muxes,3
other,2
and+or+nand+nor,117
xor gates and xnor gates,25
AOI/OAI and AO/OA,30
DFF,42
-- sequential cells by signal, summed over array words and instances (netlist names) --
| signal | count |
|---|---|
| Time | 32 |
| sec | 1 |
| GREY.state | 3 |
| OH.state | 3 |
| BIN.state | 3 |
-- metrics by stage --
step                instance area [um^2]  hold slack [ns]
global placement                    2580            0.454
finish                              2660            0.473
CTS                                 2660            0.478
global route                        2660            0.516
detailed placement                  2580            0.462
floorplan                           2420            0.437
-- per-layer routing --
layer | track usage, % | up-vias
li1 | - | 972
met3 | 2.90 | 2
met5 | 0 | -
met4 | 1.27 | 0
met2 | 21.5 | 42
met1 | 26.0 | 798
-- cell usage in the layout (no fill, tap or decap), types with 4 or more instances in the layout --
master,instances
sky130_fd_sc_hd__dfxtp_1,41
sky130_fd_sc_hd__and4_1,4
sky130_fd_sc_hd__clkbuf_8,5
sky130_fd_sc_hd__nand3_1,7
sky130_fd_sc_hd__ha_1,13
sky130_fd_sc_hd__o21ai_0,10
sky130_fd_sc_hd__xnor2_1,19
sky130_fd_sc_hd__nor2b_1,4
sky130_fd_sc_hd__and3_1,5
sky130_fd_sc_hd__nor3_1,8
sky130_fd_sc_hd__inv_1,15
sky130_fd_sc_hd__a21oi_1,7
sky130_fd_sc_hd__nor4_1,7
sky130_fd_sc_hd__clkdlybuf4s50_1,22
sky130_fd_sc_hd__nand4_1,13
sky130_fd_sc_hd__nor2_1,18
sky130_fd_sc_hd__or3_1,4
sky130_fd_sc_hd__nand2_1,15
sky130_fd_sc_hd__and2_1,5
sky130_fd_sc_hd__xor2_1,6
sky130_fd_sc_hd__conb_1,8
-- worst reg2reg max path, cell delays in order, from the launching register on --
cell	delay, ns
sky130_fd_sc_hd__dfxtp_1	0.42
sky130_fd_sc_hd__nor4bb_1	0.31
sky130_fd_sc_hd__nand4_1	0.25
sky130_fd_sc_hd__nor3_4	0.54
Power is estimated from default activity; no workload was simulated.
